## /design/flow/design.v

```verilog
`timescale 1ns / 1ps
    typedef enum logic [6:0] {
           FLUSH    = 7'b0000000,
           LUI      = 7'b0110111,
           AUIPC    = 7'b0010111,
           JAL      = 7'b1101111,
           JALR     = 7'b1100111,
           BRANCH   = 7'b1100011,
           LOAD     = 7'b0000011,
           STORE    = 7'b0100011,
           OP_IMM   = 7'b0010011,
           OP       = 7'b0110011,
           SYSTEM   = 7'b1110011
    } opcode_t;
    typedef struct packed{
        opcode_t opcode;
        logic [4:0] rs1_addr;
        logic [4:0] rs2_addr;
        logic [4:0] rd_addr;
        logic rs1_used;
        logic rs2_used;
        logic rd_used;
        logic [3:0] alu_fun;
        logic memWrite;
        logic memRead2;
        logic regWrite;
        logic [1:0] rf_wr_sel;
        logic [2:0] mem_type;   
        logic [31:0] ir;
        logic [31:0] pc;
    } instr_t;
module Hazard(
    input instr_t dec,
    input instr_t ex,  
    input instr_t mem,  
    input instr_t wb,   
    input [2:0] pc_source,
    output logic [1:0] FOR_MUX1_SEL,
    output logic [2:0] FOR_MUX2_SEL,
    output logic LW_STALL,
    output logic EX_FLUSH,
    output logic IF_FLUSH,
    output logic DEC_FLUSH
    );
    always_comb begin
        LW_STALL = 'b0;
        IF_FLUSH = 'b0;
        DEC_FLUSH = 'b0;
        EX_FLUSH = 'b0;
        if(dec.rs1_used && (dec.rs1_addr == ex.rd_addr) && ex.regWrite) begin 
            if(ex.opcode == LOAD) begin
                LW_STALL = 'b1;
                EX_FLUSH = 'b1;
                FOR_MUX1_SEL = 2'b10;
            end else begin
                FOR_MUX1_SEL = 2'b01; 
            end
        end
        else if (dec.rs1_used && (dec.rs1_addr == mem.rd_addr) && mem.regWrite) begin FOR_MUX1_SEL = 2'b10; end
        else begin FOR_MUX1_SEL = 2'b00; end
        if(dec.rs2_used && (dec.rs2_addr == ex.rd_addr) && ex.regWrite) begin 
            if(ex.opcode == LOAD) begin
                LW_STALL = 'b1;
                EX_FLUSH = 'b1;
                FOR_MUX2_SEL = 2'b10;
            end else begin
                FOR_MUX2_SEL = 2'b01;
            end 
         end
        else if (dec.rs2_used && (dec.rs2_addr == mem.rd_addr) && mem.regWrite) begin FOR_MUX2_SEL = 2'b10; end
        else begin FOR_MUX2_SEL = 2'b00; end
        if(((ex.opcode == BRANCH) && pc_source != 2'b0) || ex.opcode == JAL || ex.opcode == JALR) begin
            DEC_FLUSH = 'b1;
            EX_FLUSH = 'b1;
        end
    end
endmodule
```

## /design/flow/run.sh

```bash
#!/bin/bash
# OpenROAD 26Q1-2900-gdf79404cd8, Yosys 0.63+post, stock flow scripts
make -C /OpenROAD-flow-scripts/flow DESIGN_CONFIG=/design/flow/config.mk WORK_HOME=/design/flow/orfs finish
```

## /design/flow/config.mk

```make
export PLATFORM = sky130hd
export DESIGN_NAME = Hazard
export DESIGN_NICKNAME = Hazard
export VERILOG_FILES = /design/flow/design.v
export SDC_FILE = /design/flow/constraint.sdc
export NUM_CORES = 4
export LEC_CHECK = 1
export CORE_AREA = 10 10 166 166
export DIE_AREA = 0 0 176 176
export SYNTH_HDL_FRONTEND = slang
```

## /design/flow/constraint.sdc

```tcl
current_design Hazard

set clk_period 1.9
set clk_io_pct 0.2

create_clock -name clk0 -period $clk_period

set non_clock_inputs [all_inputs -no_clocks]
set_input_delay [expr $clk_period * $clk_io_pct] -clock clk0 $non_clock_inputs
set_output_delay [expr $clk_period * $clk_io_pct] -clock clk0 [all_outputs]
```

==> flow_metrics.env <==
# source this file to load flow results
export IMPL_initCoreUtil_pct=1.55
export IMPL_flop_count=0
export IMPL_arrival_ns=1.61
export IMPL_gr_total_overflow=0
export IMPL_ys_warn_count=0
export IMPL_combPwrFrac_pct=100.0
export IMPL_drive_gt1_share_pct=69.4
export IMPL_hold_viol=0
export IMPL_finalWirelength_um=3330
export IMPL_ys_cells=47
export IMPL_num_rows=57
export IMPL_grt_max_degree=4
export IMPL_path_class="input pin to primary output"
export IMPL_synth_cells=47
export IMPL_critical_path_startpoint="dec[91]"
export IMPL_ioPinCount=416
export IMPL_die_area_um2=31000
export IMPL_die_y_um=176
export IMPL_hold_buffers=0
export IMPL_sw_frac_of_total_pct=44.7
export IMPL_grt_pass1_vias=632
export IMPL_ys_seq_share_pct=0
export IMPL_drt_pass1_iter_count=4
export IMPL_cp_required_ns=1.52
export IMPL_drtIter0Drc=12
export IMPL_critPathMaxFanout=2
export IMPL_outcome="finished with violations"
export IMPL_warnings=407
export IMPL_fp_dieW_um=176
export IMPL_avgSynthCellArea_um2=7.93
export IMPL_avgViaCountPerCell=1.33
export IMPL_peakVddDrop_mv=0.0842
export IMPL_dp_slack_ns=-0.881
export IMPL_antenna_left=0
export IMPL_detail_route_wl_per_cell_um=7.65
export IMPL_syn_area_um2=373
export IMPL_period_minus_slack_ns=1.99
export IMPL_num_vias=582
export IMPL_grt_usage_pct=2.11
export IMPL_area_growth_pct=327
export IMPL_setup_slack_ns=-0.0896
export IMPL_final_cells=436
export IMPL_p_int_mw=0.130
export IMPL_clkbuf_count=0
export IMPL_violations="setup timing"
export IMPL_dp_hpwl_um=3030
export IMPL_rsz0062_at_grt="yes"
export IMPL_hp_class="input pin to primary output"
export IMPL_critPathLaunchType="input pin"
export IMPL_powerDensity_nw_per_um2=148
export IMPL_drv_cap=0
export IMPL_end_kind="primary output"
export IMPL_p_sw_mw=0.105
export IMPL_leakagePower_nw=0.542
export IMPL_pwr_share_clk_pct=0
export IMPL_maxSlewViolCount=0
export IMPL_place_congestion=0.744
export IMPL_finalSetupViolations=4
export IMPL_post_place_cells=428
export IMPL_io_buffers=41
export IMPL_ys_types=17
export IMPL_antenna_found_initial=1
export IMPL_drc=0
export IMPL_min_from="dec[85]"
export IMPL_ys_chip_area_um2=373
export IMPL_coreArea_um2=24100
export IMPL_layout_worst_path_cycle_share_pct=105
export IMPL_seqCellArea_um2=0
export IMPL_grt_pass1_wl_um=4610
export IMPL_nFillCells=2871
export IMPL_p_seq_share_pct=0
export IMPL_max_freq_mhz=503
## layout by cell type (no fill, tap or decap), types with 3 or more instances in the layout
| cell type | synthesis | final |
|---|---|---|
| buf_6 | 0 | 8 |
| xor2_1 | 16 | 4 |
| clkdlybuf4s50_1 | 0 | 5 |
| dlygate4sd2_1 | 0 | 8 |
| buf_8 | 0 | 3 |
| xor2_4 | 0 | 6 |
| buf_4 | 2 | 20 |
| nor4_4 | 2 | 4 |
| xor2_2 | 0 | 6 |
| clkdlybuf4s15_1 | 0 | 5 |
| buf_2 | 0 | 11 |
## cell families after synthesis
kind of cell	count (synthesis)	share of synthesized area [%]
xor gates and xnor gates	20	47.0
and+or+nand+nor	17	32.9
AOI/OAI and AO/OA	5	9.73
muxes	2	5.37
buffers and inverters	2	4.03
other	1	1.01
## routing by layer
layer  global-route usage, %  wire length (um)  part of all wire [%]
met1                    3.12              1570                    47
met4                       0                 8                  0.24
met3                   0.781               382                    11
met5                       0                 0                     0
met2                    3.04              1370                    41
## layout make-up
type	instances	area, um^2	area share (%)
well taps	324	405	25.5
multi-input cells	46	617	38.8
repair buffers	65	566	35.6
diodes	1	2.50	0.157
## path summary, 6_finish.rpt
| path | slack [ns] | endpoint | depth (start not counted) |
|---|---|---|---|
| min | 1.35 | FOR_MUX2_SEL[1] | 6 |
| max | -0.09 | EX_FLUSH | 7 |
## metrics by stage
stage	setup TNS (ns)	hold slack, ns	total power, mW	utilization (%)	instance area, um^2
2_1_floorplan	0	0.843	0.0541	-	377
3_3_place_gp	-4.84	1.83	0.192	5.41	1310
3_5_place_dp	-4.87	1.83	0.191	5.41	1310
4_1_cts	-0.133	1.30	0.226	6.34	1530
5_1_grt	-0.433	1.40	0.256	6.59	1590
6_report	-0.218	1.35	0.235	6.60	1590
## critical path, cell delays in order
cell and delay, ns:
buf_8 0.11, xor2_4 0.18, nor4_4 0.39, buf_4 0.18, a22oi_2 0.10, o21bai_1 0.15, buf_2 0.12
## power groups by stage
stage / clock network [mW] / logic, mW / registers (mW)
CTS: 0 / 0.226 / 0
global route: 0 / 0.256 / 0
finish: 0.0000000704 / 0.235 / 0
## synth_stat cells
cell type / instances / area (um^2)
buf_4: 2 / 15.0
and3_1: 2 / 12.5
xor2_1: 16 / 140
conb_1: 1 / 3.75
nor4_1: 3 / 18.8
a21oi_1: 2 / 10.0
nor2_1: 3 / 11.3
nand4_1: 2 / 12.5
o21bai_1: 1 / 7.51
nand2_2: 2 / 12.5
mux2i_1: 2 / 20.0
nand2_1: 2 / 7.51
a22oi_1: 1 / 7.51
nor4_4: 2 / 42.5
xnor2_1: 4 / 35.0
nor3_1: 1 / 5.00
o2111a_1: 1 / 11.3
## repair_timing
action | in CTS | in global routing
setup buffers | 9 | 1
resized | 148 | 21
hold endpoints to repair | 0 | 0
endpoints found under the setup margin | 7 | 6
pin swaps | 31 | 14
No activity file was given, so power comes from the tool's default toggle rates.
