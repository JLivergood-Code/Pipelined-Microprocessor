`/design/flow/config.mk`:
```
export PLATFORM = sky130hd
export DESIGN_NAME = BCG
export DESIGN_NICKNAME = BCG
export VERILOG_FILES = /design/flow/design.v
export SDC_FILE = /design/flow/constraint.sdc
export NUM_CORES = 4
export LEC_CHECK = 1
export CORE_AREA = 10 10 87 87
export DIE_AREA = 0 0 97 97
export SYNTH_HDL_FRONTEND = slang
```
`/design/flow/constraint.sdc`:
```
current_design BCG

set clk_period 5.9
set clk_io_pct 0.2

create_clock -name clk0 -period $clk_period

set non_clock_inputs [all_inputs -no_clocks]
set_input_delay [expr $clk_period * $clk_io_pct] -clock clk0 $non_clock_inputs
set_output_delay [expr $clk_period * $clk_io_pct] -clock clk0 [all_outputs]
```
`/design/flow/design.v`:
```
`timescale 1ns / 1ps
module BCG(
    input [31:0] RS1,
    input [31:0] RS2,
    input [6:0] OPCODE,
    input [2:0] IR_FUNCT,
    output logic [2:0] PC_SOURCE
    );
    logic BR_EQ, BR_LT, BR_LTU;
    assign BR_LT = $signed(RS1) < $signed(RS2);
    assign BR_LTU = RS1 < RS2;
    assign BR_EQ = RS1 == RS2;
    always_comb begin
        PC_SOURCE = 3'b000;
        if(OPCODE == 7'b1100011) begin  
            case(IR_FUNCT)
                3'b000: begin  
                    if (BR_EQ == 1'b1)
                        PC_SOURCE = 3'b010;
                    else
                        PC_SOURCE = 3'b000; 
                end
                3'b001: begin  
                    if (BR_EQ == 1'b0)
                        PC_SOURCE = 3'b010;
                    else
                        PC_SOURCE = 3'b000; 
                end
                3'b100: begin  
                    if (BR_LT == 1'b1)
                        PC_SOURCE = 3'b010;
                    else
                        PC_SOURCE = 3'b000;
                end
                3'b101: begin  
                    if (BR_LT == 1'b0)
                        PC_SOURCE = 3'b010;
                    else
                        PC_SOURCE = 3'b000;
                end
                3'b110: begin  
                    if (BR_LTU == 1'b1)
                        PC_SOURCE = 3'b010;
                    else
                        PC_SOURCE = 3'b000;
                end
                3'b111: begin  
                    if (BR_LTU == 1'b0)
                        PC_SOURCE = 3'b010;
                    else
                        PC_SOURCE = 3'b000;
                end
          endcase
        end
        if(OPCODE == 7'b1101111) begin  
                PC_SOURCE = 3'b011;
            end
        if(OPCODE == 7'b1100111) begin  
                PC_SOURCE = 3'b001;
         end
     end
endmodule
```
`/design/flow/run.sh`:
```
#!/bin/bash
# OpenROAD 26Q1-2900-gdf79404cd8, Yosys 0.63+post, stock flow scripts
make -C /OpenROAD-flow-scripts/flow DESIGN_CONFIG=/design/flow/config.mk WORK_HOME=/design/flow/orfs finish
```
==> summary.txt <==
Quick summary of the implementation run below.

The flow ran to the end, and the final reports show no timing, DRC or antenna violations. The final non-filler cell area came out at 1790 sq um. The die extent in y is 97 microns. The critical path startpoint category is a primary input.

The switching component of the power was reported as 0.0000382 W. The post-synthesis area per instance came out at 7.25 sq um. The cell area that synthesis handed to floorplanning was 942 sq um. The number of vias per cell is 3.84. The via total after detailed routing is 1064. The DRC violation count after routing is 0. According to the I/O placement log, the pin count is 77. The count of buffers from port buffering is 76. The via count of the first global-routing pass is 1092. The average wire per cell in the routed design came out at 11.3 microns. The worst setup path is captured at an output pin. The count of routing violations after the opening detailed-route iteration is 4.

The first global-routing pass estimated 5170 microns of wire. The number of gates resized after CTS was 0. The count of final hold-check violations is 0. The number of fillers in the final layout is 600.

The type of the worst setup path is primary input to output pin. The cell leakage power is 0.857 nW. Counting only logic cells after layout, the most numerous master is sky130_fd_sc_hd__clkdlybuf4s50_1.

The cell area after placement came out at 1790 sq um. The final timing summary puts the cycle share of the worst path at 0.815. The share of layout cells above drive strength 1 is 0.0341.

Measured along the x axis, the die boundary spans 97 microns. Compared with the post-synthesis result, the final layout area differs by 89.5%. The count of TritonRoute iterations in the first routing pass is 5. In the layout the commonest cells are sky130_fd_sc_hd__clkdlybuf4s50_1 (76), sky130_fd_sc_hd__inv_1 (34), sky130_fd_sc_hd__ha_1 (32). The total count of max-transition violations in the final report came out at 0. The setup TNS came out at 0 ps. The total global routing track utilization is 0.0642. The number of antenna violations at the first check in global routing is 0. The area of the die came out at 9410 sq um.

There are 0 flip-flops and latches. The total cells reported by yosys after synthesis came out at 130. At the floorplan stage, the core utilization is reported as 0.167. The portion of synthesized cell area occupied by the leading cell type is 0.425. The switching share of total power is 0.358. The number of standard cells after synthesis came out at 130. The total congestion overflow after global routing came out at 0. The number of standard cells in the layout, taps in and fillers out came out at 277. The final count of negative-setup-slack endpoints is 0. The maximum fanout along the worst path is 2. The report puts the hold buffer count at CTS at 0.

The worst endpoint required time came out at 4720 ps. Warnings reported by Yosys during synthesis add up to 0. The smallest clock period supported by the final layout is computed as 4810 ps.

The final antenna-violating net count is 0. The share of the Yosys chip area taken by registers is 0. Of all cell types, the one taking the most synthesized area is sky130_fd_sc_hd__ha_1. The number of warnings the tools reported came out at 32.

The sequential cell fraction of total power came out at 0. The data arrival time of the critical path came out at 3630 ps. The antenna diode count is 0. The area reported by Yosys stat is 942 sq um. The count of clock buffers in the final design came out at 0. The internal portion of the total power is 0.0000683 W. Setup repair after global routing left no endpoint under its margin. After clock tree synthesis, the setup repair step added 0 buffers.

The clock network power share is 0. The largest net degree at the start of global routing is 5. Sorting the synthesized cells by area gives the leading types as sky130_fd_sc_hd__ha_1 (42%), sky130_fd_sc_hd__inv_1 (14%), sky130_fd_sc_hd__a21oi_1 (6.9%). The final report gives the core utilization as 0.316. The flow reports an fmax of 208 MHz. The power density of the placed cells is 59.6 nW/um^2.

The detailed router reported a total wirelength of 3130 microns. Per the gpl log, the routability congestion estimate is 0.815. The number of max-capacitance violations reported came out at 0. The layout report lists the combined flip-flop and latch area as 0 sq um. The cell total after placement is 277. The half-perimeter wire length after detailed placement came out at 3070 microns. Per the OpenROAD floorplan log, the area of the core is 5640 sq um. VDD sags by at most 0.0190 mV. The distinct cell type count of the synthesized netlist came out at 30.

Note that the worst hold path type here is primary input to output pin. The relative contribution of combinational cells to total power came out at 1.000. The row count came out at 27.
## kinds of logic (layout without fill, tap and decap cells)
| logic type | count (synthesis) | count (layout) | share of synthesized area |
|---|---|---|---|
| AND-OR/OR-AND | 27 | 27 | 0.191 |
| XOR/XNOR | 3 | 3 | 0.0279 |
| adder cells (fa/ha/maj) | 32 | 32 | 0.425 |
| buffers and inverters | 35 | 110 | 0.143 |
| other | 1 | 1 | 0.00398 |
| AND/OR/NAND/NOR | 32 | 32 | 0.209 |
## final timing paths
path / start / endpoint / depth (start not counted) / slack (ps)
worst max-delay path: RS2[9] / PC_SOURCE[1] / 11 / 1090
worst min-delay path: OPCODE[2] / PC_SOURCE[0] / 3 / 3340
## worst max-delay path: stages
cell,delay [ps]
sky130_fd_sc_hd__clkdlybuf4s50_1,450
sky130_fd_sc_hd__inv_1,40
sky130_fd_sc_hd__ha_1,280
sky130_fd_sc_hd__a21o_1,180
sky130_fd_sc_hd__a21oi_1,150
sky130_fd_sc_hd__o221ai_1,130
sky130_fd_sc_hd__a211oi_1,370
sky130_fd_sc_hd__o21ai_2,90
sky130_fd_sc_hd__xnor2_1,130
sky130_fd_sc_hd__o21ai_1,130
sky130_fd_sc_hd__clkdlybuf4s50_1,500
## final cells by class
class | count | area (sq um) | area share
timing repair buffer | 76 | 761 | 0.426
tap | 72 | 90.1 | 0.0505
multi-input combinational | 95 | 807 | 0.452
inverter | 34 | 128 | 0.0715
## metrics by stage
stage                     hold slack (ps)  setup WS (ps)  power (W)
after floorplan                      2430           2260  0.0000480
after global placement               3350           1070   0.000108
after detailed placement             3350           1060   0.000109
after CTS                            3350           1030   0.000109
after global routing                 3370            931   0.000120
final                                3340           1090   0.000106
## power by group through the flow
stage                 sequential, W  clock, W  combinational, W
after CTS                         0         0          0.000109
after global routing              0         0          0.000120
final                             0         0          0.000106
## per-layer routing
layer  track usage  part of all wire
met2         0.104              0.43
met1        0.0840              0.47
met4             0                 0
met5             0                 0
met3        0.0244              0.10
## synthesized netlist by cell type, drive strengths merged
library cell,count
inv,34
ha,32
a21oi,13
nand2,9
nand4,7
nand3,5
nor2,5
o21ai,4
a21o,3
nor4,3
a211oi,2
xnor2,2
a2111oi,1
a221o,1
and2,1
and4,1
buf,1
conb,1
nor2b,1
o211ai,1
o21a,1
o221ai,1
xor2,1
Power is estimated from default activity; no workload was simulated.
