==> flow/constraint.sdc <==
current_design Cache

set clk_period 43.5
set clk_io_pct 0.2

create_clock -name clk0 -period $clk_period [get_ports {CLK}]

set non_clock_inputs [all_inputs -no_clocks]
set_input_delay [expr $clk_period * $clk_io_pct] -clock clk0 $non_clock_inputs
set_output_delay [expr $clk_period * $clk_io_pct] -clock clk0 [all_outputs]
==> flow/run.sh <==
#!/bin/bash
# OpenROAD 26Q1-2900-gdf79404cd8, Yosys 0.63+post, stock flow scripts
make -C /OpenROAD-flow-scripts/flow DESIGN_CONFIG=/design/flow/config.mk WORK_HOME=/design/flow/orfs finish
==> flow/design.v <==
`timescale 1ns / 1ps
module IR_MEM(
    input logic [31:0] a,
    output logic [31:0] w0,
    output logic [31:0] w1,
    output logic [31:0] w2,
    output logic [31:0] w3,
    output logic [31:0] w4,
    output logic [31:0] w5,
    output logic [31:0] w6,
    output logic [31:0] w7
);
logic [31:0] ram[0:16383];
initial $readmemh("unconditional_test.mem", ram, 0, 16383);
    assign w0 = ram[a[31:2]];
    assign w1 = ram[a[31:2]+1];
    assign w2 = ram[a[31:2]+2];
    assign w3 = ram[a[31:2]+3];
    assign w4 = ram[a[31:2]+4];
    assign w5 = ram[a[31:2]+5];
    assign w6 = ram[a[31:2]+6];
    assign w7 = ram[a[31:2]+7];
endmodule
module Cache(
    input [31:0] PC,
    input CLK,
    input update,
    input logic [31:0] w0,input logic [31:0] w1,
    input logic [31:0] w2, input logic [31:0] w3,
    input logic [31:0] w4, input logic [31:0] w5,
    input logic [31:0] w6, input logic [31:0] w7,
    output logic [31:0] rd,
    output logic hit, 
    output logic miss
);
parameter NUM_BLOCKS = 16;
parameter BLOCK_SIZE = 8;
parameter INDEX_SIZE = 4;
parameter WORD_OFFSET_SIZE = 3;
parameter BYTE_OFFSET = 0;
parameter TAG_SIZE = 32 - INDEX_SIZE - WORD_OFFSET_SIZE - BYTE_OFFSET;
logic [31:0] data[NUM_BLOCKS-1:0][BLOCK_SIZE-1:0];
logic [TAG_SIZE-1:0] tags[NUM_BLOCKS-1:0];
logic valid_bits[NUM_BLOCKS-1:0];
logic [3:0] index;
logic [TAG_SIZE-1:0]cache_tag, pc_tag;
logic [2:0] pc_offset;
initial begin
    int i;int j;
    for(i = 0; i < NUM_BLOCKS; i = i + 1) begin  
        for(j=0; j < BLOCK_SIZE; j = j + 1)
            data[i][j] = 32'b0;
        tags[i] = 32'b0;
        valid_bits[i] = 1'b0;
    end
end
assign index = PC[8:5];
assign validity = valid_bits[index];
assign cache_tag = tags[index];
assign pc_offset = PC[4:2];
assign pc_tag = PC[31:9];
assign hit = (validity && (cache_tag == pc_tag));
assign miss = !hit;
always_comb begin
    rd = 32'h00000013;  
    if(hit) rd = data[index][pc_offset];
end
always_ff @(negedge CLK) begin
    if(update) begin
        data[index][0] <= w0;
        data[index][1] <= w1;
        data[index][2] <= w2;
        data[index][3] <= w3;
        data[index][4] <= w4;
        data[index][5] <= w5;
        data[index][6] <= w6;
        data[index][7] <= w7;
        valid_bits[index] <= 1'b1;
    end
end
endmodule
==> flow/config.mk <==
export PLATFORM = sky130hd
export DESIGN_NAME = Cache
export DESIGN_NICKNAME = Cache
export VERILOG_FILES = /design/flow/design.v
export SDC_FILE = /design/flow/constraint.sdc
export NUM_CORES = 4
export LEC_CHECK = 1
export CORE_UTILIZATION = 40
export SYNTH_HDL_FRONTEND = slang
export SYNTH_MEMORY_MAX_BITS = 65536
==> impl_metrics.json <==
{
  "run_status": "completed",
  "power_switching_mw": 2.72,
  "yosys.stat.seqShare_pct": 78.5,
  "crit_path_start_kind": "flip-flop",
  "fp_util_pct": 40.3,
  "die_w_um": 629,
  "synth_cell_type_count": 64,
  "grt_setup_unrepaired": "no",
  "wl_final_um": 447000,
  "final_tally_of_max_slew_violations": 0,
  "synth_area_leader_cell": "edfxtp_1",
  "top_cells_by_area": "edfxtp_1, mux4_2, mux2i_1",
  "cp.arrival_ns": 26.10,
  "die_height_um": 629,
  "synthesized_netlist_cell_count": 7274,
  "postRouteAntennaNets": 0,
  "avgRoutedWirePerCell_um": 25.4,
  "timing.setup.critical_path_class": "reg2out",
  "async_flop_share_pct": 0,
  "grt-ovfl-total": 0,
  "postLayoutCoreUtil_pct": 50.5,
  "cts-root-to-sink-buffers": 4,
  "slew_headroom_pct": 21.7,
  "grt_start_max_net_pins": 92,
  "io-pin-count": 324,
  "first_global_vias": 107000,
  "warnings": 1029,
  "yosysTopAreaCellShare_pct": 78.3,
  "p_seq_share_pct": 44.8,
  "post_cts_resize_count": 0,
  "netSwitchingFraction_pct": 27.1,
  "number_of_warnings_printed_during_yosys_synthesis": 0,
  "synth_top_flop_cell": "edfxtp_1",
  "count_of_flip_flops_with_a_built_in_enable_after_synthesis": 4096,
  "global_route.usage.total_pct": 25.0,
  "min_path_type": "reg2reg",
  "setup_violations": 0,
  "tritoncts_buffers": 430,
  "post-dp-hpwl_um": 239000,
  "postSynthAreaPerCell_um2": 21.6,
  "synth-seq-cells": 4112,
  "clock_skew_ns": 0,
  "crit_path_max_fanout": 28,
  "worst_slack_ns": 8.70,
  "cts-htree-levels": 5,
  "tightestPinTransition_ns": 1.17,
  "clkSlewWorstSetupHoldPaths_ns": 0.04,
  "postCtsHoldBufs": 0,
  "post_synthesis_cell_count_from_yosys": 7274,
  "detail_route.vias_per_cell": 5.20,
  "rows": 229,
  "post_cts_buffers": 0,
  "drc": 0,
  "core_region_area_um2": 390000,
  "dp_worst_setup_slack_ns": 8.32,
  "gp_routability_congestion": 0.832,
  "vias": 91400,
  "synth_area_um2": 157000,
  "number_of_clock_sinks": 4112,
  "clkPwrFrac_pct": 50.7,
  "internal_power_mw": 7.32,
  "worst_skew_pair.late_latency_ns": 0.93,
  "tns_ns": 0,
  "cts_tree": "done",
  "combinationalPowerShare_pct": 4.5,
  "share_of_post_route_cells_with_drive_strength_above_1_pct": 14.0,
  "die_area_um2": 395000,
  "dr.first_iter.drc_count": 4950,
  "ir_drop_mv": 0.0384,
  "layout-area-overhead-vs-synth_pct": 25.3,
  "timing.critical_path.required_ns": 34.80,
  "powerDensity_nw_per_um2": 51.0,
  "yosysChipArea_um2": 157000,
  "portBuffers": 321,
  "dr.pass1.iters": 8,
  "worstSetupEndpointType": "output pin",
  "max_capacitance_violation_count": 0,
  "hold_viol": 0,
  "ctsRootBufferMaster": "clkbuf_16",
  "grt_pass1_wl_um": 643000,
  "antenna_found_initial": 148,
  "total_leakage_power_nw": 80.1
}
[power by group through the flow]
stage / clock [mW] / sequential (mW) / combinational, mW
4_1_cts: 5.25 / 4.50 / 0.455
5_1_grt: 5.71 / 4.50 / 0.484
6_report: 5.09 / 4.50 / 0.453
[final timing paths]
check                  from        endpoint  slack [ns]  cells after the start
min          valid_bits[13]  valid_bits[13]        0.43                      1
min reg2reg  valid_bits[13]  valid_bits[13]        0.43                      1
max           valid_bits[9]          rd[24]        8.70                      9
max reg2reg   valid_bits[9]   valid_bits[9]       42.80                      1
[worst max-delay path: stages (launching register included)]
cell,delay [ns]
dfxtp_1,0.32
mux4_2,0.23
mux2i_1,0.06
o211a_1,0.32
nor3_4,0.14
buf_4,0.29
inv_2,0.05
buf_4,0.34
a211oi_1,0.96
clkdlybuf4s50_1,0.64
[stage by stage]
stage	instance area [um2]	power (mW)	std cells	hold slack [ns]
6_report	197000	10.0	17600	0.432
5_1_grt	197000	10.7	17600	0.445
4_1_cts	197000	10.2	17500	0.432
3_5_place_dp	167000	5.56	12700	0.424
3_3_place_gp	167000	5.54	12700	0.421
2_1_floorplan	157000	5.36	7274	0.411
[Yosys cell counts (4+ instances only)]
library cell and n:
inv_1 4, nor3_1 13, buf_1 20, mux2i_1 744
a211oi_1 71, buf_2 113, nand2b_1 11, nor2b_1 6
o22a_1 8, o2111ai_1 12, a221oi_1 159, o41ai_1 6
o21ai_1 6, buf_4 85, a22oi_1 35, a21boi_0 11
a21bo_1 4, mux2_2 21, mux4_2 667, buf_12 4
edfxtp_1 4096, o221a_2 11, clkbuf_1 152, or3_1 6
buf_8 8, a221oi_2 8, dfxtp_1 16, or2_2 16
nand3_1 20, o22ai_1 131, nand2_1 88, a21oi_1 212
nor2_1 53, o221ai_1 142, a311oi_1 4, a22o_1 11
a32oi_1 13, nor4_1 16, buf_6 55, o21ai_0 175
[routing by layer]
| metal | wire (um) | vias to the layer above | global-route usage [%] |
|---|---|---|---|
| met4 | 15200 | 123 | 11.4 |
| met5 | 1190 | - | 1.80 |
| met1 | 133000 | 43800 | 24.1 |
| li1 | - | 40500 | - |
| met3 | 80900 | 882 | 23.0 |
| met2 | 217000 | 6098 | 35.8 |
[flip-flops by register name, summed over array words and instances, names as in the netlist]
signal and flops:
data 4096, valid_bits 16
[kinds of logic after synthesis]
group                  Yosys count  share of synthesized area [%]
DFF                           4112                           78.5
muxes                         1434                           14.5
AOI/OAI and AO/OA             1034                           4.58
buffers and inverters          448                           1.73
and+or+nand+nor                246                          0.754
[cell type report]
class,count,area [um2]
tap,5197,6500
antenna,39,97.6
fill,29800,193000
sequential,4112,123000
timing repair buffer,632,5920
clock inverter,4445,18800
multi-input combinational,2714,31400
clock buffer,436,10900
inverter,7,43.8
[placed cells by master, fill, tap and decap left out, types with 35 or more instances in the layout]
cell | synthesis | layout
clkbuf_16 | 0 | 436
a21oi_1 | 212 | 212
nor2_1 | 53 | 36
o22ai_1 | 131 | 131
a22oi_1 | 35 | 35
diode_2 | 0 | 39
buf_4 | 85 | 285
bufinv_16 | 0 | 61
a211oi_1 | 71 | 70
a221oi_1 | 159 | 159
o21ai_0 | 175 | 175
clkdlybuf4s50_1 | 0 | 314
clkinvlp_2 | 0 | 94
o221ai_1 | 142 | 142
mux4_2 | 667 | 667
mux2i_1 | 744 | 744
nand2_1 | 88 | 87
inv_1 | 4 | 4238
edfxtp_1 | 4096 | 4096
No activity file was given, so power comes from the tool's default toggle rates.
